==> flow/design.v <==
`timescale 1ns / 10ps
module ID_EXE_stage (
	input  clk,  rst, 
	input [32-1:0] rdata1_in,
	input [32-1:0] rdata2_in,
	input [32-1:0] imm_in,
	input [2:0] opcode_in,
	input alusrc_in,
	input [5-1:0]waddr_in,
	input wen_in,
	input memWrite_in,
	input memRead_in,
	input memToReg_in,
	input branch_in,
	input [32-1:0] PC_in,
	input jal_in,
	output reg [32-1:0] rdata1_out,
	output reg [32-1:0] rdata2_out,
	output reg [32-1:0] imm_out,
	output reg [2:0] opcode_out,
	output reg alusrc_out,
	output reg[5-1:0]waddr_out,
	output reg wen_out,
	output reg memWrite_out,
	output reg memRead_out,
	output reg memToReg_out,
	output reg branch_out,
	output reg [32-1:0] PC_out,
	output reg jal_out
);
always @ (posedge clk) begin
	if(rst)
	begin
		waddr_out <= 0;
		rdata1_out <= 0;
		rdata2_out <= 0;
		imm_out<=0;
		opcode_out<=0;
		alusrc_out<=0;
		wen_out<=0;
	   memWrite_out<=0;
	   memRead_out<=0;
	   memToReg_out<=0;
	   branch_out<=0;
		PC_out<=0;
		jal_out<=0;
	end
   else
	begin
		waddr_out <= waddr_in;
		rdata1_out <= rdata1_in;
		rdata2_out <= rdata2_in;
		imm_out<=imm_in;
		opcode_out<=opcode_in;
		alusrc_out<=alusrc_in;
		wen_out<=wen_in;
	   memWrite_out<=memWrite_in;
	   memRead_out<=memRead_in;
	   memToReg_out<=memToReg_in;
	   branch_out<=branch_in;
		PC_out<=PC_in;
		jal_out<=jal_in;
	end
end
endmodule
==> flow/run.sh <==
#!/bin/bash
# OpenROAD 26Q1-2900-gdf79404cd8, Yosys 0.63+post, stock flow scripts
make -C /OpenROAD-flow-scripts/flow DESIGN_CONFIG=/design/flow/config.mk WORK_HOME=/design/flow/orfs finish
==> flow/config.mk <==
export PLATFORM = sky130hd
export DESIGN_NAME = ID_EXE_stage
export DESIGN_NICKNAME = ID_EXE_stage
export VERILOG_FILES = /design/flow/design.v
export SDC_FILE = /design/flow/constraint.sdc
export NUM_CORES = 4
export LEC_CHECK = 1
export CORE_AREA = 10 10 161 161
export DIE_AREA = 0 0 171 171
==> flow/constraint.sdc <==
current_design ID_EXE_stage

set clk_period 1.0
set clk_io_pct 0.2

create_clock -name clk0 -period $clk_period [get_ports {clk}]

set non_clock_inputs [all_inputs -no_clocks]
set_input_delay [expr $clk_period * $clk_io_pct] -clock clk0 $non_clock_inputs
set_output_delay [expr $clk_period * $clk_io_pct] -clock clk0 [all_outputs]
==> datasheet_impl.txt <==
Physical design parameters

Parameter                              Value

Placed design
  Cell count after placement .................. 863
  Count of input and output buffers .................. 287
  DP HPWL .................. 10.9 mm
  Setup slack at placement .................. -0.142 ns
  Last weighted congestion value of the routability-driven placer .................. 0.788

Status
  Failing checks .................. setup timing
  Run status .................. complete, but fails checks

Yosys
  Unique cell type count in the Yosys netlist .................. 4
  Biggest area consumer among synthesized cells .................. dfxtp_1
  Mapped cell area .................. 0.00385 mm2
  Most area-consuming cells after synthesis .................. dfxtp_1 74%, nor2b_1 23%, buf_4 1.4%, buf_2 1.0%
  Total cells reported by yosys after synthesis .................. 301
  Async S/R FF share, synth .................. 0%
  Area figure in the yosys stat output .................. 0.00385 mm2
  Post-Syn Area per Cell .................. 12.8 um2
  Flops out of synthesis .................. 143
  Dominant synthesized flop cell .................. dfxtp_1
  Count of library flops with an enable pin .................. 0
  Portion of the post-synthesis area used by sequential elements .................. 74.4%
  Ys Warns .................. 1
  List of most frequent post-synthesis cells .................. 143 x dfxtp_1, 143 x nor2b_1, 8 x buf_2, 7 x buf_4
  Share of the synthesized area in the top cell type .................. 74.4%
  Post-synthesis cell count .................. 301

STA
  Portion of the clock cycle consumed by the worst path in the final layout .................. 108%
  Final Hold Violation Tally .................. 0
  Max Fclk .................. 927 MHz
  Worst-margin pin slew .................. 0.247 ns
  Setup repair after global routing missed its margin .................. true
  Pins Over Slew Limit .................. 0
  Minimum period implied by the final worst setup slack .................. 1.08 ns
  Relative slew slack .................. 83.5%
  Setup Viol. Count Final .................. 114
  Post-route setup slack .................. -0.0793 ns

GRT
  Via count of the first global-routing pass .................. 3,249
  Antenna violations before repair .................. 0
  Total GRT Usage .................. 9.16%
  Largest net degree at the start of global routing .................. 58
  First-pass GRT wire length .................. 20.3 mm
  Total global routing overflow .................. 0

Power
  Power spent charging and discharging nets .................. 0.00285 W
  Portion of total power attributed to sequential cells .................. 40.5%
  Clock share of power .................. 51.7%
  Peak VDD IR .................. 0.916 mV
  Internal power contribution .................. 0.0122 W
  Switching Fraction .................. 19.0%
  Leakage power figure .................. 3.16 nW
  Gate power share .................. 7.8%
  Power Dens Cells .................. 2100 mW/mm2

Setup path
  Critical-path cell list .................. buf_6
  Library cell contributing the largest single delay on the critical path .................. dfxtp_4
  Crit end category .................. output port
  Critical path's largest stage delay .................. 0.36 ns
  Required time of the worst setup path .................. 0.80 ns
  Critical path arrival .................. 0.88 ns
  Count of buffering cells on the critical path with inverters included .................. 1
  Worst Setup Start Kind .................. flop
  Crit path kind .................. reg2out
  Biggest fanout along the worst timing path .................. 1
  Kind of cell adding the most delay to the critical path .................. flip-flops

Drt
  Average wire per cell in the routed design .................. 15.4 um
  Via density per instance .................. 3.37
  DR vias .................. 3,020
  Number of violations reported at the end of detailed-routing iteration 0 .................. 120
  Diode count .................. 0
  Post-route antenna net violation count .................. 0
  Wirelength, routed .................. 13.8 mm
  Number of remaining DRC errors .................. 0
  Number of detailed-routing iterations run before antenna repair .................. 3

Layout
  Filler Cells Inserted .................. 2,388
  Non-filler instance count after layout .................. 895
  Final standard cell utilization of the core .................. 31.7%
  Ratio of cells with drive above 1 in the final layout .................. 34.3%
  Area overhead of the layout relative to synthesis .................. 85.9%

Clock network
  Count of cells resized by post-cts repair .................. 479
  Hold buffers post-CTS .................. 0
  # H-tree levels .................. 4
  Max clock buf depth .................. 2
  Sink Count .................. 143
  Library cell used as clock root buffer .................. clkbuf_16
  Post-CTS Setup Inserts .................. 0
  Total CTS buffers .................. 17
  CTS tree .................. built
  Clock slew at reported path FFs .................. 0.06 ns

Floorplanning
  Die outline width .................. 171 um
  Fraction of the core area occupied by cells at floorplan .................. 17.1%
  Number of placement rows .................. 55
  DIE AREA .................. 0.0292 mm2
  # IOs .................. 288
  Total core area .................. 0.0226 mm2
  Vertical extent of the die .................. 171 um

Run
  Max-capacitance violation count .................. 0
  Tool Warnings .................. 27

Worst hold path
  Hold Crit Class .................. in2reg
-- cell type report --
cell class / count / area (um2) / share of cell area, %
Clock buffer: 19 / 443 / 6.19
Clock inverter: 13 / 280 / 3.92
Sequential cell: 143 / 2900 / 40.5
Multi-Input combinational cell: 143 / 895 / 12.5
Tap cell: 285 / 357 / 4.98
Timing Repair Buffer: 292 / 2280 / 31.9
-- kinds of logic (layout without fill, tap and decap cells) --
family                 after synthesis  after routing  share of synthesized area [%]
DFF                                143            143                           74.4
and+or+nand+nor                    143            143                           23.2
buffers and inverters               15            324                           2.40
-- placed cells by master, fill, tap and decap left out --
master	count
nor2b_1	143
clkdlybuf4s50_1	143
buf_2	135
dfxtp_1	114
dfxtp_2	28
clkbuf_16	17
bufinv_16	8
buf_6	8
inv_6	3
buf_4	3
buf_12	3
dfxtp_4	1
clkinv_2	1
clkbuf_8	1
clkinv_4	1
clkbuf_1	1
-- metal layers --
| layer | vias up | global-route usage (%) | part of all wire [%] |
|---|---|---|---|
| met5 | - | 0 | 0 |
| met4 | 0 | 1.25 | 1.1 |
| met3 | 6 | 6.00 | 16 |
| met2 | 195 | 13.6 | 43 |
| met1 | 1323 | 11.2 | 41 |
| li1 | 1496 | - | - |
-- worst min-delay path: cells and delay by family --
family,cells,cell delay [ns]
buffers and inverters,2,0.28
and+or+nand+nor,1,0.04
-- state kept, by name, summed over array words and instances, names as in the netlist --
name and count:
alusrc_out 1, opcode_out 3, branch_out 1, rdata2_out 32
wen_out 1, imm_out 32, memWrite_out 1, memToReg_out 1
waddr_out 5, memRead_out 1, jal_out 1, PC_out 32
rdata1_out 32
-- worst paths after layout --
path	from	to	slack [ns]	cells past startpoint
worst min-delay path	rst	wen_out	0.16	3
worst max-delay path	PC_out[5]	PC_out[5]	-0.08	1
-- stage by stage --
step | power (W) | hold slack [ns] | TNS [ns] | instance area (um2)
after global placement | 0.00767 | 0.596 | -0.364 | 7060
after CTS | 0.0153 | 0.149 | -6.35 | 7110
final | 0.0150 | 0.159 | -1.18 | 7160
after detailed placement | 0.00767 | 0.608 | -0.312 | 7060
after global routing | 0.0157 | 0.147 | -8.91 | 7160
after floorplan | 0.00639 | 0.328 | 0 | 3850
-- power groups by stage --
stage / Clock [W] / Sequential (W) / Combinational [W]
finish: 0.00776 / 0.00608 / 0.00116
global route: 0.00826 / 0.00611 / 0.00130
CTS: 0.00801 / 0.00608 / 0.00119
Power and IR drop assume default switching activity.
