==> flow/design.v <==
`timescale 1ns / 10ps
module alu(
   a,    
   b,    
   op,    
   out,    
	zero  
   );
   input [32-1:0] a, b;
   input [2:0] op;
   output reg [32-1:0] out;
   output reg zero;
always @(a or b or op )
begin
   case(op)
       4'b0000: out = a+b;
       4'b0001: out = a - b;
       4'b0010: out = a & b;
       4'b0011:  out = a^b;
       4'b0101: out = a<=b;
       4'b0110: out = a*b;
       4'b0100: out = a+b;
		 default: out = 0;  
   endcase
	if(a==b) begin
		zero=1;
	end
	else begin
		zero=0;
	end
end
endmodule
==> flow/run.sh <==
#!/bin/bash
# OpenROAD 26Q1-2900-gdf79404cd8, Yosys 0.63+post, stock flow scripts
make -C /OpenROAD-flow-scripts/flow DESIGN_CONFIG=/design/flow/config.mk WORK_HOME=/design/flow/orfs finish
==> flow/config.mk <==
export PLATFORM = sky130hd
export DESIGN_NAME = alu
export DESIGN_NICKNAME = alu
export VERILOG_FILES = /design/flow/design.v
export SDC_FILE = /design/flow/constraint.sdc
export NUM_CORES = 4
export LEC_CHECK = 1
export CORE_UTILIZATION = 30
==> flow/constraint.sdc <==
current_design alu

set clk_period 25.5
set clk_io_pct 0.2

create_clock -name clk0 -period $clk_period

set non_clock_inputs [all_inputs -no_clocks]
set_input_delay [expr $clk_period * $clk_io_pct] -clock clk0 $non_clock_inputs
set_output_delay [expr $clk_period * $clk_io_pct] -clock clk0 [all_outputs]
==> results.cfg <==
; flow metrics
[grt]
first_global_vias = 16913
grt_pass1_wl_um = 102000
grt_max_degree = 52
grt_usage = 0.211
grt_remaining_overflow = 0
antenna_found_initial = 0

[floorplanning]
die_y_um = 258
num_rows = 93
initial_core_util = 0.305
coreArea_um2 = 64700
dieWidth_um = 258
chipArea_um2 = 66800
io_pins = 100

[place]
pre_cts_ws_ns = 7.21
dp_hpwl_um = 49900
gp_congestion = 0.971
dp_cells = 3247
port_buffers = 100

[logic_synthesis]
yosysChipArea_um2 = 19700
yosysSeqAreaShare = 0
yosys-top-cells-count = inv_1, fa_1, and2_1
synth_top_cell_by_area = fa_1
yosysTopAreaCellShare = 0.416
most_common_cell = inv_1
yosys_warnings = 1
netlist_area_um2 = 19700
ys_cells = 2362
synth_cells = 2362
avgSynthCellArea_um2 = 8.35
synth.distinct_cells = 71
area_leaders = fa_1, ha_1, and2_1, inv_1, nand2_1

[setup_path]
cp_slowest_cell = a221oi_1
critical_path_class = in -> out
crit_top_cell = fa_1
end_kind = output pin
worst-endpoint-required_ns = 20.40
cp.arrival_ns = 13.29
slowest_delay_ns = 0.66
cp_max_fo = 24
cp-start-kind = input port

[run_status]
status = complete, no violations

[final_timing]
slew_viol_final = 0
layout_setup_ws_ns = 7.11
fin_crit_ns = 18.39
finalSetupViolCount = 0
setup_tns_ns = 0
hold_violations = 0
worstMarginPinSlew_ns = 0.727
maxSlewHeadroom = 0.515
grt_setup_unrepaired = no
finalClockPeriodUsage = 0.721
max_freq_ghz = 0.0544

[drt]
vias = 16314
antennaDiodeCount = 0
wl_um = 65900
drt-pass1-iter-count = 5
drc = 0
viasPerCell = 5.02
drt_iter0_drc = 987
wire_per_inst_um = 20.3
final_antenna_net_count = 0

[finish]
flop_area_um2 = 0
layoutNonFillerInstCount = 3247
seq_cells = 0
final_util = 0.336
clock_buffers = 0
drive_gt1_frac = 0.0305
areaGrowthSynthToFinish_pct = 10.1

[run]
warnings = 64
maxCapViolCount = 0

[clocking]
cts_setup_buffers = 0
cts.repair.resized = 0
hold_buffers = 0

[hold_path]
hold_class = in -> out
hold_depth = 5
per-stage QoR:
stage	cell area, um2	hold slack [ns]
after floorplan	19700	10.42
after global placement	21700	11.16
after detailed placement	21700	11.18
after CTS	21700	11.18
after global routing	21700	11.21
final	21700	11.17
area by class of cell:
| class | instances | area [um2] |
|---|---|---|
| fillers | 6810 | 43000 |
| multi-input cells | 1788 | 17600 |
| inverters | 448 | 1680 |
| repair buffers | 156 | 1410 |
| well taps | 855 | 1070 |
logic make-up after synthesis:
logic type | after synthesis | share of synthesized area
compound gates | 324 | 0.109
xor+xnor | 108 | 0.0480
fa+ha+maj | 597 | 0.535
buf+inv | 574 | 0.110
mux | 18 | 0.00926
simple gates | 741 | 0.189
critical path: cells and delay by family:
kind	cells	cell delay (ns)
XOR/XNOR	1	0.21
AND-OR/OR-AND	7	1.83
buffers and inverters	7	1.65
adder cells (fa/ha/maj)	10	4.48
per-layer routing:
metal	track usage	part of all wire	routed length, um	vias to the layer above
met2	0.334	0.48	31400	701
met1	0.289	0.40	26400	8111
met3	0.0629	0.092	6090	116
met5	0	0	0	-
met4	0.0541	0.032	2090	0
li1	-	-	-	7386
path summary, 6_finish.rpt:
check	startpoint	endpoint	slack [ns]
max	a[9]	out[29]	7.11
min	op[2]	out[0]	11.17
cells in the final DEF (no fill, tap or decap), types with 13 or more instances in the layout:
master and instances:
nor3_1 25, a21o_1 31, buf_4 56, clkdlybuf4s50_1 98, mux2i_1 16, o22ai_1 13, nand2_1 258, o21ai_0 56
ha_1 187, o211ai_1 13, and2_1 276, xor2_1 20, a21oi_1 89, nor2_1 94, fa_1 410, inv_1 445
nand3_1 17, xnor2_1 88
